$ cat /design/flow/design.v
module ArrayMultiplier_4bit(input1,input2,result) ;
  input [3:0] input1;
  input [3:0] input2;
  output [7:0] result;
  wire R0;
  assign R0 = input1[0]&input2[0];
  wire c01;
  wire A01;
  wire c02;
  wire A02;
  wire c03;
  wire A03;
  wire c20;
  wire A20;
  wire c21;
  wire A21;
  wire c13;
  wire A13;
  wire c30;
  wire A30;
  wire c31;
  wire A31;
  wire c23;
  wire A23;
  wire cR4;
  wire AR4;
  wire cR5;
  wire AR5;
  wire c33;
  wire A33;
  fa fa01(.x(input1[0]&input2[1]),
          .y(input1[1]&input2[0]),
          .cin(1'b0),
          .A(A01),
          .cout(c01));
  fa fa02(.x(input1[0]&input2[2]),
          .y(input1[1]&input2[1]),
          .cin(1'b0),
          .A(A02),
          .cout(c02));
  fa fa03(.x(input1[0]&input2[3]),
          .y(input1[1]&input2[2]),
          .cin(1'b0),
          .A(A03),
          .cout(c03));
  fa fa13(.x(input1[1]&input2[3]),
          .y(input1[2]&input2[2]),
          .cin(c03),
          .A(A13),
          .cout(c13));
  fa fa21(.x(input1[2]&input2[1]),
          .y(A03),
          .cin(c02),
          .A(A21),
          .cout(c21));
  fa fa20(.x(input1[2]&input2[0]),
          .y(A02),
          .cin(c01),
          .A(A20),
          .cout(c20));
  fa fa23(.x(input1[2]&input2[3]),
          .y(input1[3]&input2[2]),
          .cin(c13),
          .A(A23),
          .cout(c23));
  fa fa31(.x(input1[3]&input2[1]),
          .y(A13),
          .cin(c21),
          .A(A31),
          .cout(c31));
  fa fa30(.x(input1[3]&input2[0]),
          .y(A21),
          .cin(c20),
          .A(A30),
          .cout(c30));
  fa faR4(.x(1'b0),
          .y(A31),
          .cin(c30),
          .A(AR4),
          .cout(cR4));
  fa faR5(.x(cR4),
          .y(A23),
          .cin(c31),
          .A(AR5),
          .cout(cR5));
  fa fa33(.x(input1[3]&input2[3]),
          .y(c23),
          .cin(cR5),
          .A(A33),
          .cout(c33));
  assign result={c33,A33,AR5,AR4,A30,A20,A01,R0};
endmodule
module fa
(
 input x,
 input y,
 input cin,
 output A, 
 output cout
 );
assign {cout,A} =  cin + y + x;
endmodule
$ cat /design/flow/run.sh
#!/bin/bash
# OpenROAD 26Q1-2900-gdf79404cd8, Yosys 0.63+post, stock flow scripts
make -C /OpenROAD-flow-scripts/flow DESIGN_CONFIG=/design/flow/config.mk WORK_HOME=/design/flow/orfs finish
$ cat /design/flow/config.mk
export PLATFORM = sky130hd
export DESIGN_NAME = ArrayMultiplier_4bit
export DESIGN_NICKNAME = ArrayMultiplier_4bit
export VERILOG_FILES = /design/flow/design.v
export SDC_FILE = /design/flow/constraint.sdc
export NUM_CORES = 4
export LEC_CHECK = 1
export CORE_AREA = 10 10 70 70
export DIE_AREA = 0 0 80 80
$ cat /design/flow/constraint.sdc
current_design ArrayMultiplier_4bit

set clk_period 3.4
set clk_io_pct 0.2

create_clock -name clk0 -period $clk_period

set non_clock_inputs [all_inputs -no_clocks]
set_input_delay [expr $clk_period * $clk_io_pct] -clock clk0 $non_clock_inputs
set_output_delay [expr $clk_period * $clk_io_pct] -clock clk0 [all_outputs]
==> results.json <==
{
  "num-clock-buffers": 0,
  "port_buffer_cells": 16,
  "layout.filler_cells": 383,
  "worst-path-buf-inv": 4,
  "placeableCoreArea_um2": 3420,
  "cell_by_cell_trace_of_the_critical_path": "buf_6, and2_4, ha_4, fa_1, fa_1, ha_2, inv_2, fa_2, fa_2, inv_2, buf_2",
  "numSequentialCells": 0,
  "final_layout_top_logic_cells": "sky130_fd_sc_hd__and2_1 (8), sky130_fd_sc_hd__inv_2 (6), sky130_fd_sc_hd__buf_4 (6)",
  "top_cell_area_share_pct": 40.3,
  "number_of_iterations_in_the_first_detailed_routing_pass": 2,
  "std_cell_rows": 21,
  "yosys_warning_count": 0,
  "status": "complete, but fails checks",
  "placedCellCount": 105,
  "violated_checks": "negative setup slack",
  "synthTopCellsByArea": "sky130_fd_sc_hd__fa_1 (40%), sky130_fd_sc_hd__and2_1 (19%), sky130_fd_sc_hd__buf_4 (15%), sky130_fd_sc_hd__ha_1 (13%), sky130_fd_sc_hd__inv_1 (9.4%)",
  "dieArea_um2": 6400,
  "cellPowerDensity_nw_per_um2": 138,
  "maxClockFrequency_ghz": 0.252,
  "post_synth_and_or_nand_nor_area_fraction_pct": 22.6,
  "worstPathArrival_ps": 3300,
  "max_cap_violations": 0,
  "via_density_per_instance": 2.86,
  "worst_slew_slack_as_a_fraction_of_its_limit_pct": 90.3,
  "cp-end-kind": "output port",
  "gr-usage-met3_pct": 1.25,
  "vias_in_the_first_global_route": 327,
  "grt_setup_unrepaired": "yes",
  "worst_slack_ps": -575,
  "ioPinCount": 16,
  "finalCritPeriodShare_pct": 117,
  "grt.met1_usage_pct": 3.53,
  "overflow": 0,
  "cp-start-kind": "primary input",
  "setup_tns_ps": -1190,
  "drive_above_1_share_pct": 53.3,
  "power.ir.vdd_worst_uv": 24.9,
  "syn_avg_cell_area_um2": 8.65,
  "grt_antenna_before_repair": 0,
  "synth.yosys.num_cells": 46,
  "global_route_wire_length_before_repair_um": 1490,
  "num_vias": 303,
  "post_synth_fa_ha_maj_area_fraction_pct": 52.8,
  "detailedRoute.firstIterationViolations": 11,
  "instances_no_fill": 106,
  "synth-area-yosys_um2": 398,
  "finalSetupViolations": 3,
  "critPathMaxFanout": 3,
  "hold_removal_path_class": "primary input to output port",
  "aoi_share_pct": 0,
  "dieHeight_um": 80,
  "grt_max_degree": 5,
  "global_route.usage.met2_pct": 4.74,
  "initial_utilization_pct": 11.6,
  "count_of_tool_warnings": 35,
  "drc_errors_left": 0,
  "max_stage_delay_ps": 550,
  "critPathTopFamily": "adder cells",
  "dieWidth_um": 80,
  "ys_seq_share_pct": 0,
  "gpl.final_weighted_congestion": 0.782,
  "lay_top_count": "sky130_fd_sc_hd__and2_1",
  "yosysTopAreaCell": "sky130_fd_sc_hd__fa_1",
  "core_util_final_pct": 18.7,
  "yosysUniqueCellTypes": 6,
  "most_used_routing_layer": "met2",
  "finalHoldViolCount": 0,
  "placement.setup.worst_slack_ps": -1270,
  "mux_area_share_pct": 0,
  "final-seq-area_um2": 0,
  "synthesis.instances": 46,
  "detail_route.wl_per_cell_um": 8.33,
  "top_logic_kind": "adder cells",
  "critPathKind": "primary input to output port",
  "post_synth_instance_area_um2": 398,
  "slew_viols_final": 0,
  "period_minus_slack_ps": 3980,
  "areaGrowthSynthToFinish_pct": 60.7,
  "required_ps": 2720,
  "drt_wl_total_um": 883,
  "diodes": 0,
  "grtUsageTotal_pct": 2.85,
  "synth_xor_xnor_area_share_pct": 0,
  "leakagePower_nw": 0.278,
  "critPathSlowestCell": "sky130_fd_sc_hd__fa_1",
  "postRouteAntennaNets": 0,
  "worst_hold_slack_ps": 1970,
  "hpwlAfterDp_um": 832,
  "worst-slew-pin-transition_ps": 145
}
-- power breakdown --
group	internal, mW	switching [mW]
Combinational	0.0565	0.0320
Sequential	0	0
Clock	0	0
Total	0.0565	0.0320
-- cells in the mapped netlist, drive strengths merged --
cell / instances
inv: 10
and2: 12
fa: 8
ha: 4
nand2: 4
buf: 8
-- logic make-up after synthesis --
group | count (synthesis)
simple gates | 16
buf+inv | 18
fa+ha+maj | 12
-- timing repair --
| item | in CTS | in global routing |
|---|---|---|
| gates resized | 42 | 5 |
| buffers inserted | 1 | 0 |
| pin swaps | 11 | 5 |
| setup endpoints to repair | 5 | 4 |
| hold buffers | 0 | 0 |
| hold endpoints to repair | 0 | 0 |
-- per-stage QoR --
step           instance area [µm²]  total power [mW]
3_5_place_dp                   618            0.0954
6_report                       639            0.0885
5_1_grt                        639             0.104
4_1_cts                        618            0.0893
2_1_floorplan                  423            0.0584
3_3_place_gp                   618            0.0959
-- final cells by class --
cell class | instances | area, µm² | share of cell area, %
timing repair buffer | 22 | 191 | 29.9
multi-input combinational | 28 | 353 | 55.2
tap | 46 | 57.6 | 9.00
inverter | 10 | 37.5 | 5.87
-- final timing paths --
kind                  start        end  slack (ps)  cells past startpoint
setup / recovery  input2[2]  result[6]        -580                     11
hold / removal    input2[3]  result[7]        1970                      6
-- tightest hold or removal path: stages --
cell and delay, ps:
sky130_fd_sc_hd__buf_6 90, sky130_fd_sc_hd__buf_4 120, sky130_fd_sc_hd__nand2_1 80, sky130_fd_sc_hd__fa_2 200, sky130_fd_sc_hd__inv_2 30, sky130_fd_sc_hd__buf_2 100
-- layer usage --
metal / part of all wire (%) / vias up / wire, µm
li1: - / 152 / -
met1: 47 / 141 / 414
met2: 42 / 10 / 367
met3: 11 / 0 / 101
met4: 0 / 0 / 0
met5: 0 / - / 0
Power is estimated from default activity; no workload was simulated.
